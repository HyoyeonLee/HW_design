==> flow/design.v <==
`timescale 1ns/1ps
module DUT_bitwise_XOR(i0,i1,out);
parameter N=32;
input [N-1:0] i0,i1;
output [N-1:0] out;
genvar j;
generate
        for(j=0;j<N;j=j+1) begin : gLOOP_xor
                xor gxor1(out[j],i0[j],i1[j]);
        end
endgenerate
endmodule
==> flow/run.sh <==
#!/bin/bash
# OpenROAD 26Q1-2900-gdf79404cd8, Yosys 0.63+post, stock flow scripts
make -C /OpenROAD-flow-scripts/flow DESIGN_CONFIG=/design/flow/config.mk WORK_HOME=/design/flow/orfs finish
==> flow/config.mk <==
export PLATFORM = sky130hd
export DESIGN_NAME = DUT_bitwise_XOR
export DESIGN_NICKNAME = DUT_bitwise_XOR
export VERILOG_FILES = /design/flow/design.v
export SDC_FILE = /design/flow/constraint.sdc
export NUM_CORES = 4
export LEC_CHECK = 1
export CORE_AREA = 10 10 70 70
export DIE_AREA = 0 0 80 80
==> flow/constraint.sdc <==
current_design DUT_bitwise_XOR

set clk_period 1.0
set clk_io_pct 0.2

create_clock -name clk0 -period $clk_period

set non_clock_inputs [all_inputs -no_clocks]
set_input_delay [expr $clk_period * $clk_io_pct] -clock clk0 $non_clock_inputs
set_output_delay [expr $clk_period * $clk_io_pct] -clock clk0 [all_outputs]
==> results.txt <==
status: finished, final reports clean
endpoints failing hold: 0
DP Area: 1300 um2
RSZ-0062 raised after global routing: no
flop count: 0
Crit-path slowest cell: dlygate4sd2_1
Cell Chain, Critical Path: dlygate4sd2_1 -> xor2_1 -> buf_2
ratio of cells with drive above 1 in the final layout: 25.0%
Seq share, synth: 0%
Crit. Startpoint: i0[20]
Pre-Place Util: 8.21%
Log Warnings: 32
post-CTS sizing: 162
power density cells: 347 nW/um2
Max VDD drop: 0.102 mV
Synth Warn #: 0
via-per-instance ratio: 3.32
CP endpoint kind: primary output
die width: 80 um
Slew HR: 91.0%
row count: 21
Max Freq: 1.09 GHz
Fill cells: 420
DIE AREA: 6400 um2
footprint of the multi-input gates: 280 um2
Syn Area/Cell: 8.76 um2
Final Setup Violations: 0
post-layout instance area: 1060 um2
I/O pin count: 96
Reg area: 0 um2
GP Congestion: 0.748
cycle use final: 92.1%
core area: 3420 um2
DRC errors left: 0
max_cap viols: 0
cell count after synthesis: 32
vias: 577
Avg WL per Cell: 13.3 um
Fin Hold WS: 0.760 ns
cts hold-fix bufs: 0
Unique cell types: 1
buffers added on ports: 96
WS Path Type: input pin to primary output
critical path endpoint: out[20]
setup TNS: 0 ns
family with the most delay on the worst path: buffers and inverters
# diodes: 0
CP required: 0.80 ns
pins over their slew limit: 0
1st-iter DRT viols: 3
Layout area overhead: 278%
final wirelength: 2.31 mm
minimum clock period: 0.921 ns
largest stage delay on the critical path: 0.24 ns
global route overflow: 0
chip height: 80 um
most frequent logic cell in the layout: dlygate4sd2_1
number of global-route vias before repair: 667
Tot Pwr: 368 uW
initial antenna violation count: 0
most frequent cells in the layout: dlygate4sd2_1, xor2_1, buf_2
Global Route Usage Sum: 6.33%
largest net degree at the start of global routing: 2
Layout clock buffers: 0
Leak: 0.599 nW
first drt pass iteration count: 2
Worst Max-Slew Pin Slew: 0.134 ns
yosys stat chip area: 280 um2
global-route wire length before repair: 3.31 mm
HP Class: input pin to primary output
cell count listed in synth_stat.txt: 32
type of origin of the critical path: input pin
hpwl dp: 2.28 mm
synthesized cell area: 280 um2
post-CTS setup buffers: 0
data arrival time of the critical path: 0.72 ns
WP buf/inv: 2
antenna-violating nets left: 0
Crit path depth: 3
worst-path fanout max: 1
-- where the power goes --
| group | switching (mW) | total (mW) | internal (mW) |
|---|---|---|---|
| clock | 0 | 0 | 0 |
| sequential | 0 | 0 | 0 |
| combinational | 0.109 | 0.368 | 0.259 |
| total | 0.109 | 0.368 | 0.259 |
-- worst min path at each step --
| stage | from | to | depth (start not counted) |
|---|---|---|---|
| after CTS | i1[27] | out[27] | 3 |
| after global routing | i1[22] | out[22] | 3 |
| final | i1[27] | out[27] | 3 |
-- through the flow --
stage / utilization (%) / worst slack (ns) / std cells
detailed placement: 38.0 / -0.577 / 174
CTS: 31.0 / 0.0451 / 174
floorplan: - / 0.481 / 32
global placement: 38.0 / -0.569 / 174
global route: 31.0 / 0.0145 / 174
finish: 31.0 / 0.0785 / 174
-- final cells by class --
| cell class | instances | area share (%) |
|---|---|---|
| Tap cell | 46 | 5.44 |
| Multi-Input combinational cell | 32 | 26.5 |
| Timing Repair Buffer | 96 | 68.1 |
-- Yosys cell counts --
| library cell | instances | area [um2] |
|---|---|---|
| xor2_1 | 32 | 280 |
-- tightest hold or removal path, stage by stage --
cell,delay [ns]
dlygate4sd2_1,0.20
xor2_1,0.05
buf_2,0.10
-- per-layer routing --
layer / up-vias / part of all wire [%] / global-route usage (%)
met5: - / 0 / 0
li1: 288 / - / -
met2: 43 / 53 / 11.6
met3: 0 / 13 / 3.18
met1: 246 / 34 / 6.66
met4: 0 / 0 / 0
-- kinds of logic (layout without fill, tap and decap cells) --
logic type | Yosys count | in the layout | share of synthesized area [%]
XOR/XNOR | 32 | 32 | 100
buffers and inverters | 0 | 96 | 0
Power and IR drop assume default switching activity.
