File: design.v
`timescale 1ns/1ps
module DUT_arithmetic_1(
        input  [7:0] i_value_a,
        input  [7:0] i_value_b,
        output [7:0] o_result_add,
        output [7:0] o_result_sub,
        output [7:0] o_result_mul,
        output [7:0] o_result_div
);
reg [7:0] r_result_add;
reg [7:0] r_result_sub;
reg [7:0] r_result_mul;
reg [7:0] r_result_div;
always @(*) begin
        r_result_add = i_value_a + i_value_b;
        r_result_sub = i_value_a - i_value_b;
        r_result_mul = i_value_a * i_value_b;
        r_result_div = i_value_a / i_value_b;
end
assign o_result_add  = r_result_add;
assign o_result_sub  = r_result_sub;
assign o_result_mul  = r_result_mul;
assign o_result_div  = r_result_div;
endmodule
File: run.sh
#!/bin/bash
# OpenROAD 26Q1-2900-gdf79404cd8, Yosys 0.63+post, stock flow scripts
make -C /OpenROAD-flow-scripts/flow DESIGN_CONFIG=/design/flow/config.mk WORK_HOME=/design/flow/orfs finish
File: constraint.sdc
current_design DUT_arithmetic_1

set clk_period 15.4
set clk_io_pct 0.2

create_clock -name clk0 -period $clk_period

set non_clock_inputs [all_inputs -no_clocks]
set_input_delay [expr $clk_period * $clk_io_pct] -clock clk0 $non_clock_inputs
set_output_delay [expr $clk_period * $clk_io_pct] -clock clk0 [all_outputs]
File: config.mk
export PLATFORM = sky130hd
export DESIGN_NAME = DUT_arithmetic_1
export DESIGN_NICKNAME = DUT_arithmetic_1
export VERILOG_FILES = /design/flow/design.v
export SDC_FILE = /design/flow/constraint.sdc
export NUM_CORES = 4
export LEC_CHECK = 1
export CORE_UTILIZATION = 50
==> results.cfg <==
; generated from flow reports
[setup_path]
critPathBufInv = 8
cp_max_fo = 8
worst_path_most_repeated_cell = sky130_fd_sc_hd__ha_4
timing.critical_path.depth = 48
crit_path_start = i_value_a[7]
cp_data_required_time_ns = 12.32
slowest_delay_ns = 0.46
endpoint = o_result_div[0]
setup.worst_path.start_class = input port
crit_path_end_kind = primary output
master_of_the_slowest_instance_on_the_critical_path = sky130_fd_sc_hd__a2111o_1
criticalPathCategory = input port to primary output
arrival_ns = 12.61
family_with_the_most_delay_on_the_worst_path = AND-OR/OR-AND gates

[layout]
stdcell_count = 666
proportion_of_layout_cells_with_a_drive_suffix_above_1_pct = 38.55
synthToLayoutAreaGrowth_pct = 69.38
nFlopsAndLatches = 0
n_clock_buffer = 0
n_fill_cell = 221
seq_area_sq_um = 0

[global_route]
antenna_found_initial = 0
grt.total_usage_pct = 33.49
via_count_of_the_first_global_routing_pass = 3517
largest_net_degree_at_the_start_of_global_routing = 12
grt_remaining_overflow = 0
first_pass_grt_wire_length_um = 16240

[logic_synthesis]
syn_inst = 398
ys_cells = 398
ys_seq_share_pct = 0
chip_area_estimate_from_yosys_synthesis_sq_um = 2999
syn-cell-area_sq_um = 2999
synthesis.yosys.warnings = 1
synth_cell_type_count = 52
synth.avg_cell_area_sq_um = 7.535

[power_and_ir_drop]
power.leakage_nw = 2.523
ir_worst_vdd_mv = 0.03708
p_per_area_nw_per_um2 = 55.41

[floorplan]
die_area_sq_um = 6312
initial_utilization_pct = 53.16
rows = 27
floorplan.core_area_sq_um = 5642
chipHeight_um = 79.45
horizontal_extent_of_the_die_um = 79.45
io_pins = 48

[drt]
wire_per_inst_um = 19.33
dr_wl_met3_um = 1586
highest_layer = met4
drt_wl_total_um = 12880
antenna_left = 0
vias = 3960
drt_pre_antenna_iters = 5
drt_iter0_markers = 260
post-route-drc-count = 0
detailroute.wirelength.met2_um = 5593
insertedDiodeCount = 0
route.layer.met1.wl_um = 5217
via_per_inst = 5.946

[sta]
number_of_max_slew_violations_in_the_final_report = 0
finalSetupTns_ns = -0.2906
slew_headroom_pct = 63.25
worstMarginPinSlew_ns = 0.5463
setup_ws_ns = -0.2906
hold_ws_ns = 6.992
setup_violations = 1
unrepaired_setup_endpoints_after_global_routing = yes
hold_violations = 0
final_period_minus_worst_setup_slack_ns = 15.69
clock.fmax_mhz = 63.73
period_utilisation_layout_pct = 101.9

[hold_path]
holdCritPathClass = input port to primary output

[placed_design]
place.port_buffers = 48
dp_cells = 589
gp_routability_congestion = 0.9820
detailed_place_hpwl_um = 6556

[run_status]
run_status = complete, but fails checks
failed_checks = setup timing

[flow_run]
log.warning_count = 45
cap_violations = 0
how the worst min path moves through the flow:
stage | from | endpoint | slack, ns | depth (start not counted)
global route | i_value_b[7] | o_result_div[0] | 7.05 | 7
finish | i_value_b[7] | o_result_div[0] | 6.99 | 7
CTS | i_value_b[7] | o_result_div[0] | 7.11 | 7
cell usage after synthesis (5+ instances only):
master                     instances  area share (%)
sky130_fd_sc_hd__ha_1             69              29
sky130_fd_sc_hd__nor2_1           33             4.1
sky130_fd_sc_hd__mux2i_1          10             3.3
sky130_fd_sc_hd__clkbuf_1          7            0.88
sky130_fd_sc_hd__nor3_1            8             1.3
sky130_fd_sc_hd__xor2_1           13             3.8
sky130_fd_sc_hd__o21ai_0          21             3.5
sky130_fd_sc_hd__o21a_1            6             1.5
sky130_fd_sc_hd__xnor2_1          25             7.3
sky130_fd_sc_hd__nor2b_1           5             1.0
sky130_fd_sc_hd__a21o_1            9             2.3
sky130_fd_sc_hd__inv_1            63             7.9
sky130_fd_sc_hd__nand2_1          25             3.1
sky130_fd_sc_hd__a21oi_1          27             4.5
sky130_fd_sc_hd__fa_1             14             9.3
metal layers:
metal	vias up	track usage [%]
li1	1768	-
met1	1856	47.87
met2	270	54.10
met3	66	3.596
met4	0	8.909
met5	-	0
final cells by class:
type,instances,area [sq um],share of cell area [%]
repair buffers,205,1665,32.78
inverters,63,239.0,4.704
multi-input cells,326,3085,60.74
well taps,72,90.09,1.773
logic make-up after synthesis:
| family | synth area share, % |
|---|---|
| xor gates and xnor gates | 11.10 |
| and+or+nand+nor | 15.48 |
| buffers and inverters | 9.178 |
| AOI/OAI and AO/OA | 21.28 |
| adders and majority gates | 38.13 |
| muxes | 4.839 |
through the flow:
step                      area (sq um)  utilization [%]  power (mW)  worst slack [ns]
after detailed placement          4151            73.59      0.2205            -1.273
after global routing              5080            90.04      0.3023           -0.5429
after CTS                         4806            85.19      0.2471           0.01031
after global placement            4151            73.59      0.2181            -1.062
after floorplan                   3020                -      0.1221           0.02892
final                             5080            90.04      0.2815           -0.2906
where the power goes:
part,internal [mW],switching (mW),leakage [nW],total (mW)
Sequential,0,0,0,0
Clock,0,0,0,0
Combinational,0.156,0.126,2.52,0.281
Total,0.156,0.126,2.52,0.281
repair_timing:
action | in CTS | in global routing
setup endpoints to repair | 2 | 2
resized | 59 | 52
hold buffers | 0 | 0
hold endpoints to repair | 0 | 0
pin swaps | 40 | 41
setup buffers | 59 | 19
tightest hold or removal path, stage by stage:
cell                       delay [ns]
sky130_fd_sc_hd__clkbuf_2        0.12
sky130_fd_sc_hd__buf_4           0.17
sky130_fd_sc_hd__inv_1           0.14
sky130_fd_sc_hd__ha_1            0.17
sky130_fd_sc_hd__a21oi_1         0.04
sky130_fd_sc_hd__o21ai_1         0.08
sky130_fd_sc_hd__buf_2           0.11
placed cells by master, fill, tap and decap left out, types with 4 or more instances in the layout:
| master | count |
|---|---|
| sky130_fd_sc_hd__o21a_1 | 5 |
| sky130_fd_sc_hd__inv_1 | 58 |
| sky130_fd_sc_hd__o21ai_0 | 12 |
| sky130_fd_sc_hd__nor2_1 | 30 |
| sky130_fd_sc_hd__xor2_1 | 13 |
| sky130_fd_sc_hd__mux2i_1 | 4 |
| sky130_fd_sc_hd__nor3_1 | 8 |
| sky130_fd_sc_hd__o21ai_2 | 6 |
| sky130_fd_sc_hd__nor2b_1 | 4 |
| sky130_fd_sc_hd__xnor2_1 | 25 |
| sky130_fd_sc_hd__a21oi_1 | 19 |
| sky130_fd_sc_hd__buf_4 | 152 |
| sky130_fd_sc_hd__mux2i_2 | 5 |
| sky130_fd_sc_hd__nand2_1 | 24 |
| sky130_fd_sc_hd__ha_1 | 60 |
| sky130_fd_sc_hd__clkdlybuf4s50_1 | 39 |
| sky130_fd_sc_hd__inv_2 | 4 |
| sky130_fd_sc_hd__buf_6 | 7 |
| sky130_fd_sc_hd__a21o_1 | 8 |
| sky130_fd_sc_hd__a21oi_2 | 7 |
| sky130_fd_sc_hd__fa_1 | 14 |
| sky130_fd_sc_hd__ha_4 | 7 |
| sky130_fd_sc_hd__and2_1 | 4 |
No activity file was given, so power comes from the tool's default toggle rates.
