<file path="design.v">
`timescale 1ns/1ps
module DUT_power_of_eight(
        input           i_clock,
        input           i_reset_async_n,
        input  [ 3:0]   i_value,
        input           i_status,
        output [60:0]   o_value,
        output          o_status
);
wire [60:0] d2;
wire [60:0] d4;
wire [60:0] d8;
reg [60:0] r2;
reg [60:0] r4;
reg [60:0] r8;
reg [ 2:0] r_status;
always @(posedge i_clock or negedge i_reset_async_n) begin
        if(!i_reset_async_n)begin
                r_status <= 3'd0;
        end else begin
                r_status = {r_status[1:0],i_status};
        end
end
always @(posedge i_clock or negedge i_reset_async_n) begin
        if(!i_reset_async_n)begin
                r2 <= 61'd0;
                r4 <= 61'd0;
                r8 <= 61'd0;
        end else begin
                r2 <= d2;
                r4 <= d4;
                r8 <= d8;
        end
end
assign d2 = i_value * i_value;
assign d4 = r2 * r2;
assign d8 = r4 * r4;
assign o_status = r_status[2];
assign o_value = r8;
endmodule
</file>
<file path="run.sh">
#!/bin/bash
# OpenROAD 26Q1-2900-gdf79404cd8, Yosys 0.63+post, stock flow scripts
make -C /OpenROAD-flow-scripts/flow DESIGN_CONFIG=/design/flow/config.mk WORK_HOME=/design/flow/orfs finish
</file>
<file path="config.mk">
export PLATFORM = sky130hd
export DESIGN_NAME = DUT_power_of_eight
export DESIGN_NICKNAME = DUT_power_of_eight
export VERILOG_FILES = /design/flow/design.v
export SDC_FILE = /design/flow/constraint.sdc
export NUM_CORES = 4
export LEC_CHECK = 1
export CORE_UTILIZATION = 40
</file>
<file path="constraint.sdc">
current_design DUT_power_of_eight

set clk_period 11.9
set clk_io_pct 0.2

create_clock -name clk0 -period $clk_period [get_ports {i_clock}]

set non_clock_inputs [all_inputs -no_clocks]
set_input_delay [expr $clk_period * $clk_io_pct] -clock clk0 $non_clock_inputs
set_output_delay [expr $clk_period * $clk_io_pct] -clock clk0 [all_outputs]
</file>
==> impl_metrics.py <==
# Physical implementation metrics
metrics = {
    "floorplanning": {
        "chipHeight_um": 159,
        "ios": 69,
        "chipArea_um2": 25200,
        "die_w_um": 159,
        "core_area_um2": 24200,
        "initCoreUtil_pct": 40.6,
        "num_rows": 57,
    },
    "global_route": {
        "overflow": 0,
        "grt_max_degree": 56,
        "grt_pass1_vias": 6409,
        "antenna_found_initial": 0,
        "grt_util_all_layers_pct": 14.4,
        "grt_pass1_wl_mm": 28.9,
    },
    "clocking": {
        "clk_pin_slew_ps": 70,
        "postCtsSetupBuffers": 0,
        "cts_tree": "yes",
        "cts_sinks": 55,
        "clock_latency_ps": 310,
        "ctsHoldBuffers": 0,
        "clockRootBuffer": "clkbuf_16",
        "cts_inserted_buffers": 5,
        "cts_buffer_depth": 2,
        "cts-resized-gates": 0,
        "cts_htree_levels": 2,
    },
    "routing": {
        "antenna_cells": 0,
        "drt_iter0_drc": 256,
        "routedWlPerCell_um": 11.7,
        "num_vias": 6347,
        "vias_per_cell": 4.55,
        "drc": 0,
        "antenna_left": 0,
        "detail_route.first_pass.iterations": 4,
        "drt_wl_total_mm": 16.3,
    },
    "setup_path": {
        "slowest_delay_ps": 660,
        "crit_fanout": 16,
        "cp.depth": 23,
        "critPathRequiredTime_ps": 12090,
        "rr_worst_depth": 23,
        "end_kind": "flop",
        "arrival_ps": 7210,
        "path_delay_family": "adder cells",
        "slowest_stage": "dfrtp_1",
        "path_class": "flop to flop",
        "crit_buf_inv": 5,
        "start_kind": "flop",
        "path_common_cell": "fa_1",
        "path_cells": "nand2_1, fa_1, inv_1, fa_1, ha_1, fa_1, fa_1, inv_1, fa_1, inv_1, ha_1, ha_1, inv_1, fa_1, inv_1, ha_1, a21oi_1, nand2_1, o21ai_0, o211ai_1, a31oi_1, o21ai_0, xnor2_1",
    },
    "final_timing": {
        "tightest_slew_ps": 727,
        "finalHoldViolations": 0,
        "rsz0062_at_grt": "false",
        "final_max_slew_viol_count": 0,
        "fin_crit_ps": 7010,
        "relSlewSlack_pct": 51.6,
        "finalSetupViolations": 0,
        "timing.setup.tns_ps": 0,
        "fin_skew_ps": 6.20,
        "period_used_pct": 58.9,
        "max_freq_ghz": 0.143,
    },
    "layout": {
        "drive_gt1_share_pct": 2.24,
        "area_growth_pct": 7.68,
        "n_fill_cell": 2364,
    },
    "logic_synthesis": {
        "seq_area_frac_synth_pct": 14.0,
        "top_cell_area_share_pct": 26.9,
        "common_cells": "inv_1 (296), ha_1 (190), fa_1 (132)",
        "area_leaders": "fa_1 (27%), ha_1 (24%), dfrtp_1 (14%), inv_1 (11%), and2_1 (4.6%)",
        "yosys.area.top_type": "fa_1",
        "syn-cell-area_um2": 9840,
        "top_cell": "inv_1",
        "syn_inst": 1049,
        "yosysWarnings": 1,
        "ys_area_um2": 9840,
        "ys_cells": 1049,
        "ys.flop_type": "dfrtp_1",
        "async_reset_ff_share_pct": 100,
        "syn_avg_cell_area_um2": 9.38,
        "ys_seq_elements": 55,
        "yosys.cell_types.count": 45,
        "synth-edff-count": 0,
    },
    "job": {
        "tool_warnings": 31,
        "cap_violations": 0,
    },
    "placed_design": {
        "gp_congestion": 0.892,
        "portBuffers": 38,
        "dp_hpwl_mm": 14.1,
    },
    "outcome": {
        "status": "completed",
    },
    "worst_hold_path": {
        "hp-class": "flop to flop",
        "holdPathStages": 0,
    },
}
-- cell families after synthesis --
group	count (synthesis)	synth area share, %
AND-OR/OR-AND	92	6.52
other	1	0.0381
AND/OR/NAND/NOR	183	9.78
XOR/XNOR	44	3.92
multiplexers	2	0.229
flip-flops	55	14.0
buffers and inverters	350	14.5
adder cells (fa/ha/maj)	322	51.0
-- flip-flops by register name, indices dropped and copies added (netlist names) --
name      count
r_status      3
r2            7
r8           31
r4           14
-- metrics by stage --
stage | hold WS (ps) | util [%] | instance area, um^2 | setup WS [ps] | cells
4_1_cts | 357 | 43.7 | 10600 | 4940 | 1395
6_report | 354 | 43.7 | 10600 | 4890 | 1395
3_3_place_gp | 333 | 43.0 | 10400 | 5030 | 1387
5_1_grt | 370 | 43.7 | 10600 | 4510 | 1395
2_1_floorplan | 331 | - | 9950 | 5390 | 1078
3_5_place_dp | 340 | 43.0 | 10400 | 4990 | 1387
-- layer usage --
metal | vias to the layer above | global-route usage, % | part of all wire [%] | wire, um
li1 | 3152 | - | - | -
met1 | 3072 | 21.5 | 44 | 7100
met2 | 109 | 23.3 | 50 | 8140
met3 | 14 | 2.61 | 5.2 | 845
met4 | 0 | 1.59 | 1.3 | 207
met5 | - | 0 | 0 | 0
-- worst paths after layout --
path	end	start	slack, ps
max	r8[32]$_DFF_PN0_	r4[4]$_DFF_PN0_	4890
min	r_status[2]$_DFF_PN0_	r_status[1]$_DFF_PN0_	350
max reg2reg	r8[32]$_DFF_PN0_	r4[4]$_DFF_PN0_	4890
min reg2reg	r_status[2]$_DFF_PN0_	r_status[1]$_DFF_PN0_	350
max in group asynchronous	r4[11]$_DFF_PN0_	i_reset_async_n	9200
min in group asynchronous	r8[14]$_DFF_PN0_	i_reset_async_n	2210
-- worst reg2reg max path, cell delays in order (launching register included) --
cell,delay (ps)
dfrtp_1,660
nand2_1,190
fa_1,560
inv_1,50
fa_1,450
ha_1,320
fa_1,500
fa_1,520
inv_1,50
fa_1,490
inv_1,40
ha_1,280
ha_1,280
inv_1,50
fa_1,520
inv_1,40
ha_1,350
a21oi_1,150
nand2_1,60
o21ai_0,540
o211ai_1,250
a31oi_1,270
o21ai_0,140
xnor2_1,140
-- cell type report --
cell class	count	area [um^2]	area share, %
Sequential cell	55	1380	13.0
Inverter	296	1110	10.5
Clock buffer	6	139	1.31
Clock inverter	2	35.0	0.331
Multi-Input combinational cell	673	7140	67.4
Tap cell	324	405	3.83
Timing Repair Buffer	39	383	3.61
-- cell usage in the layout (no fill, tap or decap), types with 3 or more instances in the layout --
master	netlist	final
a21oi_1	30	30
a21o_1	20	20
nand4_1	6	6
nand2_1	65	65
clkdlybuf4s50_1	0	37
o31ai_1	3	3
nor2_1	13	13
xnor2_1	30	30
o21ai_0	13	13
dfrtp_1	55	55
inv_1	296	296
conb_1	1	30
xor2_1	14	14
fa_1	132	132
o21bai_1	4	4
nor2b_1	14	14
nand3_1	3	3
and2_1	72	72
a31oi_1	4	4
o21a_1	3	3
clkbuf_16	0	5
ha_1	190	190
